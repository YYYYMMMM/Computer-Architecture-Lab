==> flow/design.v <==
`timescale 1ns / 1ps
module  timeDivider(
	input clockIn,
	output reg clockOut
);
	reg[23:0] buffer;
	always@ (posedge clockIn)
	begin
		buffer <= buffer + 1;
		clockOut <= &buffer;
	end
endmodule
module counter(
    input mainClock,
    input reset,
    output reg [3:0] count
    );
	wire slowClock;
	timeDivider td(.clockIn(mainClock),.clockOut(slowClock));
	always @(posedge slowClock)
	begin
		if(!reset)
			count <= 4'b1111;
		else 
			count <= count - 1;
	end
endmodule
==> flow/run.sh <==
#!/bin/bash
# OpenROAD 26Q1-2900-gdf79404cd8, Yosys 0.63+post, stock flow scripts
make -C /OpenROAD-flow-scripts/flow DESIGN_CONFIG=/design/flow/config.mk WORK_HOME=/design/flow/orfs finish
==> flow/config.mk <==
export PLATFORM = sky130hd
export DESIGN_NAME = counter
export DESIGN_NICKNAME = counter
export VERILOG_FILES = /design/flow/design.v
export SDC_FILE = /design/flow/constraint.sdc
export NUM_CORES = 4
export LEC_CHECK = 1
export CORE_AREA = 10 10 95 95
export DIE_AREA = 0 0 105 105
==> flow/constraint.sdc <==
current_design counter

set clk_period 5.4
set clk_io_pct 0.2

create_clock -name clk0 -period $clk_period [get_ports {mainClock}]

set non_clock_inputs [all_inputs -no_clocks]
set_input_delay [expr $clk_period * $clk_io_pct] -clock clk0 $non_clock_inputs
set_output_delay [expr $clk_period * $clk_io_pct] -clock clk0 [all_outputs]
==> ci_impl_report.md <==
### Metrics collected by this job

| Metric | Value |
|---|---|
| Status | complete, no violations |
| Synth cell types | 20 |
| CTS tree | built |
| Die width | around 110 microns |
| Detailed router's first-iteration violation count | 13 |
| RSZ-0062 raised after global routing | no |
| Number of unconstrained endpoints | 8 |
| Synthesized cell area | between 0.001 and 0.0015 sq mm |
| Register area share after synthesis | between 50 and 60% |
| Root buf cell | clkbuf_8 |
| PD cells | between 200 and 250 mW/mm^2 |
| Critical path peak fanout | 5 |
| Synth area leader | dfxtp_1 |
| Startpoint of the worst register-to-register path | td.buffer[5] |
| Max rail drop VDD | 160 uV |
| Reg2reg setup slack | 3.74 ns |
| Static Leak | 0.487 nW |
| R2R depth | 4 |
| Final Max Slew Viols | 0 |
| Row count | 30 |
| Count of unclocked register or latch pins | 4 |
| Combinational power share | less than 1% |
| Slew headroom | approximately 77% |
| Part of the power in registers | 62.9% |
| Hpwl dp | 1130 microns |
| Setup TNS | 0 ns |
| Hold Crit Start | td.buffer[0] |
| Fin Clk Skew | 0.00327 ns |
| Setup CP Type | flip-flop to flip-flop |
| Buf/Inv on CP | 0 |
| First-pass GRT wire length | 2880 microns |
| Largest net degree at the start of global routing | 15 |
| Type of the most critical hold path | flip-flop to flip-flop |
| Psw | 0.0566 mW |
| Crit start category | flip-flop |
| Floorplan utilization | 16.2% |
| Clock tree buffer depth | 2 |
| Largest cells by area after synthesis | dfxtp_1, xnor2_1, xor2_1 |
| Int Pwr | 0.236 mW |
| WL per Instance | 7.21 microns |
| Yosys cell count | 109 |
| Die area | roughly 0.011 sq mm |
| Die Y | 105 microns |
| Grt total ovfl | 0 |
| Routability cong. | 0.753 |
| Total number of vias | 692 |
| Core footprint | 0.00691 sq mm |
| CP required | around 5.6 ns |
| Post-synth top area share | 52.0% |
| Switching share of power | between 10% and 20% |
| Clock share of power | 36.7% |
| Area grow syn2layout | 17.9% |
| Hold slack | 0.413 ns |
| Overall Power | 0.293 mW |
| Diodes inserted | 0 |
| Syn Area/Cell | just over 10 sq um |
| CP endpoint kind | flip-flop |
| Antenna violations before repair | 0 |
| CP top delay family | simple AND/OR/NAND/NOR gates |
| Yosys warning count | 2 |
| Final routed DRC violation total | 0 |
| Post-Syn Instances | 109 |
| H-tree Lvls | 1 |
| Yosys Chip Area | between 0.001 and 0.0015 sq mm |
| Period utilization | 30.8% |
| Critical path, cell by cell | nand4_1 -> or3b_2 -> nor3_1 -> xor2_1 |
| Routed Antenna Nets | 0 |
| GRT Total Usage | 2.93% |
| Synth flops | 29 |
| Final Hold Violation Tally | 0 |
| Share of layout cells above drive strength 1 | 10.3% |
| First drt pass iteration count | 2 |
| Fill count | 772 |
| Hold_buf cts | 0 |
| # IOs | 6 |
| Worst hold stages | 1 |
| Final min period | roughly 1.7 ns |
| Max-cap violations | 0 |
| Worst Path Arrival | 1.86 ns |
| Post CTS Setup Buffer Count | 0 |
| Final setup violation count | 0 |
| DRT Wirelength | 1530 microns |
| Hold endpoint | td.buffer[0] |
| Cts bufs inserted | 3 |
| Post-CTS Resized | 0 |
| Worst-path clk slew | 0.08 ns |
| Reg-to-reg endpoint | td.buffer[15] |
| Late-Pin Clk Latency | 0.26 ns |
| Number of global-route vias before repair | 654 |
| Tool Warnings | 25 |
| Max incr delay on CP | 0.58 ns |
| Number of I/O port buffers | 5 |
| Vias per cell | 3.26 |
| Highest clock rate | 601 MHz |
| Critical path's slowest cell | or3b_2 |
| Slew @ Worst Pin | 0.339 ns |
[worst max path at each step]
stage / cells after the start / start / to
final: 4 / td.buffer[5] / td.buffer[15]
after global routing: 4 / td.buffer[5] / td.buffer[15]
after CTS: 4 / td.buffer[5] / td.buffer[15]
[sequential cells by signal, summed over array words and instances, names as in the netlist]
register and cells:
td.buffer 24, count 4, td.clockOut 1
[power by group through the flow]
stage / Sequential [mW] / Clock [mW] / Combinational, mW
after global routing: 0.184 / 0.121 / 0.00142
after CTS: 0.184 / 0.113 / 0.00125
final: 0.184 / 0.108 / 0.00122
[kinds of logic (layout without fill, tap and decap cells)]
logic type               count (synthesis)  in the layout  share of synthesized area (%)
XOR/XNOR                                24             24                           18.8
AND/OR/NAND/NOR                         47             47                           23.9
adder cells (fa/ha/maj)                  2              2                           2.24
flip-flops                              29             29                           52.0
buffers and inverters                    7             14                           3.14
[layout by cell type (no fill, tap or decap)]
master	netlist	routed
and3_1	1	1
nor3_1	2	2
nand2_1	15	15
nand3_1	6	6
nor2_1	6	6
dfxtp_1	29	29
and3_2	1	1
nor4_1	2	2
ha_1	2	2
inv_1	5	5
and4_1	2	2
clkdlybuf4s50_1	0	5
clkbuf_8	0	3
xnor2_1	13	13
nand4_1	5	5
nor3b_2	1	1
or3b_2	1	1
or4_4	1	1
nor3_2	4	4
clkinv_2	0	1
xor2_1	11	11
[synthesized netlist by cell type]
library cell and instances:
and3_1 1, and3_2 1, and4_1 2, buf_6 1, clkbuf_2 1, dfxtp_1 29
ha_1 2, inv_1 5, nand2_1 15, nand3_1 6, nand4_1 5, nor2_1 6
nor3_1 2, nor3_2 4, nor3b_2 1, nor4_1 2, or3b_2 1, or4_4 1
xnor2_1 13, xor2_1 11
[layer usage]
layer	wire length [microns]	GRT usage (%)	vias to the layer above
met1	867	4.25	310
met4	0	0.196	0
met2	577	4.14	9
met3	84	1.24	0
met5	0	0	-
li1	-	-	373
[metrics by stage]
| stage | worst slack, ns | util, % | cell area (sq um) | std cells |
|---|---|---|---|---|
| 2_1_floorplan | 3.88 | - | 1120 | 109 |
| 3_3_place_gp | 3.77 | 18.4 | 1270 | 208 |
| 3_5_place_dp | 3.75 | 18.4 | 1270 | 208 |
| 4_1_cts | 3.72 | 19.1 | 1320 | 212 |
| 5_1_grt | 3.64 | 19.1 | 1320 | 212 |
| 6_report | 3.74 | 19.1 | 1320 | 212 |
[area by class of cell]
class | count | area, sq um | area share (%)
flip-flops and latches | 29 | 581 | 44.1
multi-input cells | 73 | 502 | 38.1
well taps | 96 | 120 | 9.12
repair buffers | 5 | 50.0 | 3.80
clock buffers | 3 | 41.3 | 3.13
inverters | 5 | 18.8 | 1.42
clock inverters | 1 | 5.00 | 0.380
Power figures rest on the tool's default switching activity, not on a simulated workload.
